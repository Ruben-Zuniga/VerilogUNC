`/design/flow/run.sh`:
```
#!/bin/bash
# OpenROAD 26Q1-2900-gdf79404cd8, Yosys 0.63+post, stock flow scripts
make -C /OpenROAD-flow-scripts/flow DESIGN_CONFIG=/design/flow/config.mk WORK_HOME=/design/flow/orfs finish
```
`/design/flow/config.mk`:
```
export PLATFORM = sky130hd
export DESIGN_NAME = top
export DESIGN_NICKNAME = top
export VERILOG_FILES = /design/flow/design.v
export SDC_FILE = /design/flow/constraint.sdc
export NUM_CORES = 4
export LEC_CHECK = 1
export CORE_AREA = 10 10 104 104
export DIE_AREA = 0 0 114 114
```
`/design/flow/constraint.sdc`:
```
current_design top

set clk_period 4.7
set clk_io_pct 0.2

create_clock -name clk0 -period $clk_period [get_ports {clock}]

set non_clock_inputs [all_inputs -no_clocks]
set_input_delay [expr $clk_period * $clk_io_pct] -clock clk0 $non_clock_inputs
set_output_delay [expr $clk_period * $clk_io_pct] -clock clk0 [all_outputs]
```
`/design/flow/design.v`:
```
`timescale 1ns/100ps
module count_v2
    #(
        parameter   DATA_WIDTH = 32,
        parameter   SW_WIDTH = 4
    )
    (
        output                  o_valid,
        input   [SW_WIDTH-2:0]  i_sw,
        input                   i_reset,
        input                   clock
    );
    localparam R0 = (2**(DATA_WIDTH-10))-1;
    localparam R1 = (2**(DATA_WIDTH-11))-1;
    localparam R2 = (2**(DATA_WIDTH-12))-1;
    localparam R3 = (2**(DATA_WIDTH-13))-1;
    wire                        comp_reset;
    reg    [DATA_WIDTH-1:0]     count_data;
    reg    [DATA_WIDTH-1:0]     mux_data;
    always@(*) begin
        case (i_sw[2:1])
            2'b00:  mux_data = R0;
            2'b01:  mux_data = R1;
            2'b10:  mux_data = R2;
            2'b11:  mux_data = R3;
        endcase
    end
    assign  o_valid     = (count_data == mux_data)? 1'b1 : 1'b0;
    assign  comp_reset  = (count_data == mux_data)? 1'b1 : 1'b0;
    always @(posedge clock) begin
        if(!i_reset && !comp_reset) begin
            if(i_sw[0])
                count_data  <= count_data + {{DATA_WIDTH-1{1'b0}}, 1'b1};
            else
                count_data  <= count_data;
        end
        else
            count_data <= {DATA_WIDTH{1'b0}};
    end
endmodule
`timescale 1ns/100ps
module shiftreg_v2
    #(
        parameter   LED_WIDTH = 4
    )
    (
        output reg  [3:0]   o_led,
        input               i_valid,
        input               i_reset,
        input               clock
    );
    always @(posedge clock) begin
        if(!i_reset) begin
            if(i_valid) begin
                o_led    <= o_led << 1;
                o_led[0] <= o_led[LED_WIDTH-1];
            end else
                o_led <= o_led;
        end 
        else 
            o_led <= {{LED_WIDTH{1'b0}}, 1'b1};
    end
endmodule
`timescale 1ns/100ps
module top
    #(
        parameter   DATA_WIDTH  = 32,
        parameter   SW_WIDTH    = 4,
        parameter   LED_WIDTH   = 4
    )
    (
        output      [LED_WIDTH-1:0] o_led,
        output reg  [LED_WIDTH-1:0] o_led_b,
        output reg  [LED_WIDTH-1:0] o_led_g,
        input       [SW_WIDTH-1:0]  i_sw,
        input                       i_reset,
        input                       clock
    );
    wire                    valid;
    wire    [LED_WIDTH-1:0] led;
    always@(*) begin
        if(i_sw[SW_WIDTH-1]) begin
            o_led_b = led;
            o_led_g = 4'b0;
        end else begin
            o_led_b = 4'b0;
            o_led_g = led;
        end
    end
    count_v2 #(
        .DATA_WIDTH(DATA_WIDTH),
        .SW_WIDTH(SW_WIDTH)
    )
    u_count_v2(
        .o_valid(valid),
        .i_sw(i_sw[2:0]),
        .clock(clock),
        .i_reset(i_reset)        
    );
    shiftreg_v2 #(
        .LED_WIDTH(LED_WIDTH)
    )
    u_shiftreg_v2(
        .o_led(led),
        .i_valid(valid),
        .i_reset(i_reset),
        .clock(clock)
    );
    assign  o_led = led;
endmodule
```
==> results.sh <==
# flow metrics
export IMPL_outcome="finished clean"
export IMPL_io_pin_count=18
export IMPL_grt_overflow=0
export IMPL_tool_warnings=25
export IMPL_dp_hpwl_um=2600
export IMPL_antenna_found_initial=0
export IMPL_postCtsSetupBuffers=0
export IMPL_slew_headroom_pct=49.0
export IMPL_reg2reg_depth=7
export IMPL_top_area_share_pct=39.8
export IMPL_final_setup_tns_ps=0
export IMPL_drt_pass1_iterations=4
export IMPL_synth_area_um2=1810
export IMPL_clock_latency_late_pin_ps=290
export IMPL_cp_max_fo=8
export IMPL_worstSetupEndpointType="output pin"
export IMPL_drive_gt1_share_pct=7.49
export IMPL_crit_top_cell="clkdlybuf4s50_1"
export IMPL_die_y_um=114
export IMPL_grt_pass1_vias=1326
export IMPL_yosysSeqAreaShare_pct=39.8
export IMPL_dieArea_um2=13000
export IMPL_period_needed_ps=3080
export IMPL_cp_endpoint="o_led_b[1]"
export IMPL_cts_root_buf="clkbuf_8"
export IMPL_grt_pass1_wl_um=6080
export IMPL_fmax_mhz=325
export IMPL_hp_class="flop to flop"
export IMPL_synth_most_common_cell="dfxtp_1"
export IMPL_worst_path_largest_cell_delay_ps=580
export IMPL_numCtsBuffers=5
export IMPL_cts_buffer_depth=2
export IMPL_ys_cells=208
export IMPL_sw_frac_of_total_pct=20.7
export IMPL_critical_path_startpoint_type="input pin"
export IMPL_finalClockPeriodUsage_pct=65.5
export IMPL_io_buffers=17
export IMPL_avgSynthCellArea_um2=8.70
export IMPL_reg2reg_to="u_count_v2.count_data[20]$_SDFFE_PN0P_"
export IMPL_clk_pin_slew_ps=70
export IMPL_async_reset_ff_share_pct=0
export IMPL_clkPwrFrac_pct=44.9
export IMPL_hold_depth=2
export IMPL_grt_max_degree=17
export IMPL_synthTopCellsByCount="36 x dfxtp_1, 34 x nor2_1, 25 x xor2_1"
export IMPL_top_area_cell="dfxtp_1"
export IMPL_edf_count=0
export IMPL_syn2layout_area_growth_pct=20.8
export IMPL_viasPerCell=4.29
export IMPL_seq_power_share_pct=51.6
export IMPL_startpoint="i_sw[3]"
export IMPL_routedWlPerCell_um=10.7
export IMPL_tightest_slew_ps=758
export IMPL_synth_main_ff_cell="dfxtp_1"
export IMPL_gp_congestion=0.841
export IMPL_cts_htree_levels=2
export IMPL_numClockSinks=36
export IMPL_gr_usage_all_layers_pct=5.45
export IMPL_crit_slowest_cell="clkdlybuf4s50_1"
export IMPL_drtIter0Drc=91
export IMPL_r2r_slack_ps=2100
export IMPL_p_per_area_nw_per_um2=273
export IMPL_wirelength_um=3580
export IMPL_cp_required_ps=3760
export IMPL_core_um2=8680
export IMPL_final_area_um2=2190
export IMPL_rsz0062_at_grt="no"
export IMPL_setup_viol=0
export IMPL_cts_tree="done"
export IMPL_yosys_warnings=3
export IMPL_cts_hold_buffers=0
export IMPL_finalHoldViolations=0
export IMPL_netlist_instances=208
export IMPL_n_antenna_cell=0
export IMPL_ys_ff=36
export IMPL_criticalPathCategory="input pin to output pin"
export IMPL_yosys_area_um2=1810
export IMPL_final_core_util_pct=25.2
export IMPL_cts_resized=0
export IMPL_vias=1437
export IMPL_pwr_share_comb_pct=3.5
export IMPL_p_leak_nw=0.772
export IMPL_p_int_w=0.000474
export IMPL_area_leaders="dfxtp_1 40%, xor2_1 12%, nor2_1 7.1%, nand4_1 4.8%, nand3_1 3.9%"
export IMPL_reg2reg_from="u_count_v2.count_data[0]$_SDFFE_PN0P_"
export IMPL_placed_area_um2=2070
export IMPL_fp_row_count=34
export IMPL_peakVddDrop_mv=0.102
export IMPL_die_w_um=114
export IMPL_finalMaxSlewViolations=0
export IMPL_arrival_ps=2140
export IMPL_yosysUniqueCellTypes=35
export IMPL_max_cap_violations=0
export IMPL_crit_chain="clkdlybuf4s50_1 > and2_1 > clkdlybuf4s50_1"
export IMPL_p_sw_w=0.000123
export IMPL_fp_util_pct=20.8
export IMPL_antenna_left=0
export IMPL_drc_errors=0
export IMPL_skew_ps=8.93
[logic make-up (layout without fill, tap and decap cells)]
kind of cell / Yosys count / count (layout) / synth area share, %
DFF: 36 / 36 / 39.8
and+or+nand+nor: 115 / 115 / 35.8
xor gates and xnor gates: 28 / 28 / 13.6
adders and majority gates: 1 / 1 / 0.691
muxes: 5 / 5 / 2.77
AOI/OAI and AO/OA: 14 / 14 / 4.36
buffers and inverters: 9 / 28 / 3.04
[power groups by stage]
stage | registers (W) | clock network, W | logic (W)
finish | 0.000308 | 0.000268 | 0.0000209
global route | 0.000309 | 0.000294 | 0.0000236
CTS | 0.000308 | 0.000276 | 0.0000213
[flip-flops by register name (all words and copies together) (netlist names)]
signal,flops
u_count_v2.count_data,32
u_shiftreg_v2.o_led,4
[worst min path at each step]
stage                                 startpoint                                endpoint  slack [ps]
6_report  u_count_v2.count_data[22]$_SDFFE_PN0P_  u_count_v2.count_data[22]$_SDFFE_PN0P_         510
4_1_cts   u_count_v2.count_data[22]$_SDFFE_PN0P_  u_count_v2.count_data[22]$_SDFFE_PN0P_         520
5_1_grt      u_shiftreg_v2.o_led[0]$_SDFFE_PP1N_     u_shiftreg_v2.o_led[1]$_SDFFE_PP0N_         560
[cell type report]
cell class / count / area, um^2
Fill cell: 930 / 6490
Multi-Input combinational cell: 163 / 1030
Sequential cell: 36 / 721
Timing Repair Buffer: 18 / 178
Tap cell: 108 / 135
Clock buffer: 5 / 68.8
Clock inverter: 3 / 42.5
Inverter: 2 / 7.51
[through the flow]
step / power (W) / std cells / hold WS (ps) / setup slack, ps
2_1_floorplan: 0.000328 / 208 / 466 / 2420
6_report: 0.000597 / 335 / 511 / 1620
5_1_grt: 0.000626 / 335 / 557 / 1510
3_5_place_dp: 0.000337 / 327 / 508 / 1320
4_1_cts: 0.000606 / 335 / 519 / 1600
3_3_place_gp: 0.000336 / 327 / 495 / 1360
[worst max-delay path: cells and delay by family]
family                 cells  cell delay, ps
and+or+nand+nor            1             160
buffers and inverters      2            1050
[layer usage]
metal / track usage [%] / vias to the layer above / share of wire [%]
met4: 0.919 / 0 / 1.8
met3: 2.07 / 8 / 7.8
met1: 7.25 / 648 / 50
met5: 0 / - / 0
li1: - / 756 / -
met2: 8.39 / 25 / 40
[cells in the final DEF (no fill, tap or decap), types with 6 or more instances in the layout]
master,netlist,layout
nand2_1,13,13
a21oi_1,7,7
nor2_1,34,34
nand4_1,14,14
dfxtp_1,36,36
and2_1,6,6
xor2_1,25,25
clkdlybuf4s50_1,0,17
nand3_1,14,14
Power figures rest on the tool's default switching activity, not on a simulated workload.
